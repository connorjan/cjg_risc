## flow/design.v

```verilog
module cjg_stack #(parameter WIDTH = 32, DEPTH = 16) (
    input clk,
    input reset,
    input [WIDTH-1:0] d,
    input push,
    input pop,
    output [WIDTH-1:0] q,
    input scan_in0,
    input scan_en,
    input test_mode,
    output scan_out0
);
reg [WIDTH-1:0] stack [DEPTH-1:0];
integer i;
assign q = stack[0];
always @(posedge clk or negedge reset) begin
    if (~reset) begin
        for (i=0; i < DEPTH; i=i+1) begin
            stack[i] <= {WIDTH{1'b0}};
        end
    end
    else begin
        if (push) begin
            stack[0] <= d;
            for (i=1; i < DEPTH; i=i+1) begin
                stack[i] <= stack[i-1];
            end
        end
        else if (pop) begin
            for (i=0; i < DEPTH-1; i=i+1) begin
                stack[i] <= stack[i+1];
            end
            stack[DEPTH-1] <= 0;
        end
        else begin
            for (i=0; i < DEPTH; i=i+1) begin
                stack[i] <= stack[i];
            end
        end
    end
end
endmodule  
```

## flow/config.mk

```make
export PLATFORM = sky130hd
export DESIGN_NAME = cjg_stack
export DESIGN_NICKNAME = cjg_stack
export VERILOG_FILES = /design/flow/design.v
export SDC_FILE = /design/flow/constraint.sdc
export NUM_CORES = 4
export LEC_CHECK = 1
export CORE_UTILIZATION = 30
```

## flow/run.sh

```bash
#!/bin/bash
# OpenROAD 26Q1-2900-gdf79404cd8, Yosys 0.63+post, stock flow scripts
make -C /OpenROAD-flow-scripts/flow DESIGN_CONFIG=/design/flow/config.mk WORK_HOME=/design/flow/orfs finish
```

## flow/constraint.sdc

```tcl
current_design cjg_stack

set clk_period 1.1
set clk_io_pct 0.2

create_clock -name clk0 -period $clk_period [get_ports {clk}]

set non_clock_inputs [all_inputs -no_clocks]
set_input_delay [expr $clk_period * $clk_io_pct] -clock clk0 $non_clock_inputs
set_output_delay [expr $clk_period * $clk_io_pct] -clock clk0 [all_outputs]
```

==> commit_impl_results.txt <==
Refresh implementation metrics

- Final Hold Violating Endpoints: 0
- Clock sink total: 512
- The transition time recorded at the tightest slew-check pin is 0.789 ns.
- Failing checks: setup timing
- For this run, the share of the core covered by cells in the final layout is 0.357.
- Register ranked first by flip-flop count: stack
* Max-capacitance violation count: 0
* Layout fillers: 7516
- Deepest clock path buffer count: 3
- Number of antenna violations at the first check in global routing: 0
- The tightest hold path in the finished design has a slack of 0.0929 ns.
- Across all checked pins, the minimum headroom to the slew limit is 0.474.
* Post-route setup TNS: -6.87 ns
- Cell family with most CP delay: flip-flops
- Before antenna repair, the detailed router went through 4 iterations.
* Clock transition at the registers of the reported paths: 0.06 ns
- Once detail routing completed, the nets flagged for antenna violations numbered 0.
- Cell chain of the critical path: buf_2
- The number of global-route vias before repair was 15418.
- Total cells reported by yosys after synthesis: 2220
* Relative area change from synthesis to final layout: 17.9%
- The final timing summary puts the cycle share of the worst path at 1.23.
* Most used standard cell by instance count after synthesis: dfrtp_1
- H-tree levels: 2
- The type recorded for the worst min-delay path is in -> reg.
* Number of flops mapped to enable cells by yosys: 0
- Pin count of the biggest net entering global routing: 101
- A synthesized cell averages 10.8 µm².
- WS Path Type: reg -> out
* Total CTS buffers: 53
* Number of warning messages in the logs: 32
* Ant. Diodes: 0
- STA lists the maximum fanout along the critical path as 2.
- Average wire length per cell after detail routing: 12.4 µm
- CP Data Arrival Time: 1.14 ns
- Worst setup slack before clock tree synthesis: -0.161 ns
* Final setup violation count: 32
* Root buffer selected by CTS: clkbuf_16
- In the post-route report, total wirelength is listed as 42.6 mm.
* Insertion delay at the late pin of the worst-skew pair: 0.61 ns
- Row generation in the floorplan step produced 103 rows.
- TritonCTS built the clock tree.
- Cell type with the largest total area: dfrtp_1
- Die height: 284 µm
* Chip width: 284 µm
- Number of I/O port buffers: 67
* Area leader share: 0.536
* Chip footprint: 80800 µm²
- Final Max Slew Viols: 0
- Syn Inst Count: 2220
* IR Drop Worst-Case VDD: 1.22 mV
- First-pass GRT wire length: 73.1 mm
- Number of synthesis warnings: 3
- Placed Cells: 3282
- The number of buffers and inverters on the critical path is 1.
- Summed over all layers, the global routing overflow is 0.
* Distinct cells, synth: 15
- Subtracting the final worst setup slack from the clock period gives 1.36 ns.
* Core area: 78900 µm²
- Main area contributors: dfrtp_1 54%, mux2i_1 20%, o21ai_1 11%
* Fmax: 736 MHz
- Share of flip-flops with an asynchronous set or reset after synthesis: 1.00
- The report lists the power per cell area as 1780 nW/µm².
* Post-synthesis instance area: 23900 µm²
- Post-DP HPWL: 25.1 mm
- The violation tally recorded at the end of detailed-routing iteration 0 is 726.
* Outcome: finished, violations left
- The routed design shows a via density per instance of 4.53.
- After layout, the setup clock skew is reported as 0.0202 ns.
- Starting density of the core: 0.303
- 72 I/O pins were placed.
- Portion of the post-synthesis area used by sequential elements: 0.536
- Prevailing post-synth register cell: dfrtp_1
- The congestion estimate from routability-driven global placement came to 0.749.
* Worst setup slack after layout: -0.258 ns
* Top cells by count: 512 x dfrtp_1, 511 x nand2_1, 511 x o21ai_1
* Detailed-route DRC error count: 0
- The script extracted a total leakage power of 13.1 nW.
* Layout Cells excl Fill: 3439
* Chip Area, Yosys: 23900 µm²
- Synthesized registers: 512
- Total via count in the routed design: 15588
* Number of flip-flops under the largest register name: 512
* Fraction of final layout cells sized beyond drive strength 1: 0.123
- Setup repair after global routing could not meet its margin everywhere.
* Critical path launch point type: flip-flop
- Worst Setup End Kind: primary output
- For the worst setup path, the data required time is 0.88 ns.
- The registers reported with the highest flop counts are stack (512).
* Cell with the biggest individual delay on the critical path: dfrtp_2
- Among all stages on the critical path, the maximum delay recorded is 0.43 ns.
- GRT Util Overall: 0.106
kinds of logic (layout without fill, tap and decap cells):
group / Yosys count / count (layout) / synth area share
buffers and inverters: 172 / 341 / 0.0668
DFF: 512 / 512 / 0.536
muxes: 480 / 480 / 0.201
other: 1 / 1 / 0.000157
and+or+nand+nor: 543 / 543 / 0.0885
AOI/OAI and AO/OA: 512 / 512 / 0.107
report_power, final:
part,internal (mW),switching [mW]
clock,10.5,7.53
combinational,3.78,3.68
sequential,22.1,2.43
routing by layer:
metal / GRT usage / wire (µm)
met5: 0 / 0
met4: 0.0177 / 660
met3: 0.0207 / 1560
met2: 0.160 / 18500
met1: 0.166 / 21900
path summary, 6_finish.rpt:
check	start	endpoint	slack, ns	cells after the start
setup reg to reg	stack[0][10]	stack[0][10]	0.12	4
hold reg to reg	stack[15][31]	stack[15][31]	0.50	1
hold / removal	pop	stack[15][1]	0.09	3
setup / recovery	stack[0][13]	q[13]	-0.26	1
min in group asynchronous	reset	stack[14][11]	0.21	5
max in group asynchronous	reset	stack[13][31]	0.11	7
per-stage QoR:
stage,area [µm²],total power [mW]
after CTS,27700,50.5
after global routing,28200,53.0
after floorplan,23900,29.7
after detailed placement,25800,32.1
after global placement,25800,31.7
final,28200,50.0
cells in the final DEF (no fill, tap or decap):
cell	count
clkinv_2	13
buf_16	5
a22o_1	1
clkinvlp_4	3
dlymetal6s4s_1	4
nor2_1	1
dfrtp_1	511
dfrtp_2	1
buf_2	32
clkinv_8	1
clkdlybuf4s50_1	32
buf_8	2
buf_12	51
clkinv_16	1
clkbuf_16	62
inv_6	2
o21ai_1	511
nand2_1	511
mux2i_1	480
clkbuf_8	14
buf_4	104
nand2b_1	31
conb_1	1
bufinv_16	3
clkbuf_1	7
dlygate4sd3_1	5
layout make-up:
class | count | area (µm²) | area share
clock buffers | 74 | 1550 | 0.0548
clock inverters | 23 | 241 | 0.00857
multi-input cells | 1536 | 9490 | 0.337
flip-flops and latches | 512 | 12800 | 0.455
well taps | 1050 | 1310 | 0.0466
repair buffers | 244 | 2780 | 0.0985
what timing repair did:
item	4_1_cts	5_1_grt
gates resized	97	14
hold endpoints to repair	425	47
setup buffers	22	17
hold buffers	4	2
gates cloned	0	9
setup endpoints to repair	32	800
No activity file was given, so power comes from the tool's default toggle rates.
