`flow/run.sh`:
```
#!/bin/bash
# OpenROAD 26Q1-2900-gdf79404cd8, Yosys 0.63+post, stock flow scripts
make -C /OpenROAD-flow-scripts/flow DESIGN_CONFIG=/design/flow/config.mk WORK_HOME=/design/flow/orfs finish
```
`flow/design.v`:
```
module cjg_mem_stack #(parameter WIDTH = 32, DEPTH = 32, ADDRW = 5) (
    input clk,
    input reset,
    input [WIDTH-1:0] d,
    input [ADDRW-1:0] addr,
    input push,
    input pop,
    output reg [WIDTH-1:0] q,
    input scan_in0,
    input scan_en,
    input test_mode,
    output scan_out0
);
reg [WIDTH-1:0] stack [DEPTH-1:0];
integer i;
always @(posedge clk or negedge reset) begin
    if (~reset) begin
        q <= {WIDTH{1'b0}};
        for (i=0; i < DEPTH; i=i+1) begin
            stack[i] <= {WIDTH{1'b0}};
        end
    end
    else begin
        if (push) begin
            stack[addr] <= d;
        end
        else begin
            stack[addr] <= stack[addr];
        end
        q <= stack[addr];
    end
end
endmodule  
```
`flow/constraint.sdc`:
```
current_design cjg_mem_stack

set clk_period 4.9
set clk_io_pct 0.2

create_clock -name clk0 -period $clk_period [get_ports {clk}]

set non_clock_inputs [all_inputs -no_clocks]
set_input_delay [expr $clk_period * $clk_io_pct] -clock clk0 $non_clock_inputs
set_output_delay [expr $clk_period * $clk_io_pct] -clock clk0 [all_outputs]
```
`flow/config.mk`:
```
export PLATFORM = sky130hd
export DESIGN_NAME = cjg_mem_stack
export DESIGN_NICKNAME = cjg_mem_stack
export VERILOG_FILES = /design/flow/design.v
export SDC_FILE = /design/flow/constraint.sdc
export NUM_CORES = 4
export LEC_CHECK = 1
export CORE_UTILIZATION = 50
```
==> run notes <==
run metrics: #FFs+latches synth around 1100, sum of overflow across all layers after global routing 0, total count of hold-check failures in the final report 0, share of post-route cells with drive strength above 1 19.7%, part of the Yosys area used for sequential elements a little over half, Critical R2R Capture stack[29][19], DRC 0, crit path capture stack[29][19], Pwr Density about 460 nW/um2, Commonest Layout Cell sky130_fd_sc_hd__dfrtp_1, post-cts repair resize count 0, number of antenna violations at the first check in global routing 3, data arrival time at the worst-slack endpoint 4.21 ns, aggregate negative setup slack 0 ns, critical path startpoint addr[2], Chip Area, Yosys between 40000 and 50000 um2, buffer cell driving the clock tree root sky130_fd_sc_hd__clkbuf_16, GP Congestion between 0.9 and 1, cell count after synthesis 4716, CTS sink count approximately 1100, startpoint of the lowest-slack register-to-register path stack[12][19], CTS hold repair buffers 0, count of pins on the block boundary a little under 80, final worst path period need 3.67 ns, Pre-Repair DR Iteration Count 8, estimated wirelength of the detail-placed design 89.7 mm, worst-skew pair later-pin latency 0.70 ns, Commonest flop sky130_fd_sc_hd__dfrtp_1, Die Area between 90000 and 100000 um2, Largest type area fraction a little over half, utilization of the core after routing between 50% and 60%, post-CTS repair timing setup buffer count 0, Max transition margin 42.4%, CP endpoint kind register, final instance count without filler cells around 6000, slew at the pin with the worst max-slew slack between 0.8 and 0.9 ns, EDFF count, synth 0, post-route fraction of the period consumed by the critical path approximately three quarters, CTS tree yes, kind of critical path input pin to register, Clock Path Buffers 3, First DRT Iteration DRCs around 2600, max_cap viols 0, wire length per cell around 24 um, R2R Setup Slk between 2 and 2.5 ns, via count of the routed design between 30000 and 40000, Row Count ~110, Async S/R FF share, synth roughly 100%, post-synthesis cell count from yosys ~4700, CTS buffer count about 110, antenna diode instance count 0, Clock Skews approximately 0.03 ns, maximum clock frequency about 270 MHz, worst ir drop on vdd between 0.3 and 0.4 mV, worst hold margin 0.271 ns, clock transition at the registers of the reported paths ~0.06 ns, average footprint of a synthesized cell between 10 and 15 um2, Layout area overhead 12.1%, number of warnings printed during yosys synthesis 3, setup repair after global routing missed its margin no, area leader, netlist sky130_fd_sc_hd__dfrtp_1, height of the chip 313 um, detailed-route vias per instance ~6.0, path category of the worst min-delay check input pin to asynchronous set/reset pin, Detail Route Antenna Nets 0, H-tree depth reported by CTS 3, Setup Viol. Count Final 0, Cell variety after synth 71, die span in x about 310 um, highest fanout seen on the critical path 25, max-slew violation total from the final report 0, maximum number of pins on one net before global-route repair about 120, Placed Cells ~5800, number of cells on the worst reg-to-reg path 7, initial core utilization approximately 51%, first-pass GRT wire length around 230 mm, post-route cell area 54300 um2, Core Region around 96000 um2, count of buffers from port buffering between 70 and 80, top cells, area sky130_fd_sc_hd__dfrtp_1 (55%), sky130_fd_sc_hd__nand2_1 (8.0%), sky130_fd_sc_hd__o21ai_2 (6.4%), wire length after detailed routing approximately 150 mm, leading cell types in the layout, fill and taps excluded sky130_fd_sc_hd__dfrtp_1 (1056), sky130_fd_sc_hd__nand2_1 (995), sky130_fd_sc_hd__o21ai_1 (605), sky130_fd_sc_hd__o21ai_2 (355), sky130_fd_sc_hd__buf_4 (142), Syn Std Cell Area approximately 48000 um2, OpenROAD warning count 38, outcome complete, no violations, total global routing track utilization 32.3%, reported leakage power about 25 nW, post-place instance area about 50000 um2, number of global-route vias before repair approximately 35000, critical path launch point type input pin, required time at the worst-slack endpoint around 5.4 ns
==> where the power goes <==
| group | internal (W) | total (W) | switching (W) |
|---|---|---|---|
| Combinational | 0.00172 | 0.00423 | 0.00252 |
| Sequential | 0.0108 | 0.0119 | 0.00104 |
| Clock | 0.00509 | 0.00867 | 0.00358 |
==> synthesized netlist by cell type (6+ instances only) <==
| master | number |
|---|---|
| sky130_fd_sc_hd__a2111oi_0 | 18 |
| sky130_fd_sc_hd__a2111oi_2 | 31 |
| sky130_fd_sc_hd__a21oi_1 | 88 |
| sky130_fd_sc_hd__a221oi_1 | 34 |
| sky130_fd_sc_hd__a221oi_2 | 20 |
| sky130_fd_sc_hd__a222oi_1 | 26 |
| sky130_fd_sc_hd__a22o_1 | 26 |
| sky130_fd_sc_hd__a22oi_1 | 63 |
| sky130_fd_sc_hd__a32o_1 | 26 |
| sky130_fd_sc_hd__and3_1 | 123 |
| sky130_fd_sc_hd__buf_1 | 7 |
| sky130_fd_sc_hd__buf_2 | 79 |
| sky130_fd_sc_hd__buf_4 | 49 |
| sky130_fd_sc_hd__buf_6 | 74 |
| sky130_fd_sc_hd__clkbuf_1 | 263 |
| sky130_fd_sc_hd__dfrtp_1 | 1056 |
| sky130_fd_sc_hd__inv_1 | 6 |
| sky130_fd_sc_hd__mux2_2 | 34 |
| sky130_fd_sc_hd__mux2i_1 | 93 |
| sky130_fd_sc_hd__nand2_1 | 1027 |
| sky130_fd_sc_hd__nand2b_1 | 35 |
| sky130_fd_sc_hd__nand3_1 | 61 |
| sky130_fd_sc_hd__nand3b_1 | 135 |
| sky130_fd_sc_hd__nand4_1 | 36 |
| sky130_fd_sc_hd__nor2_1 | 80 |
| sky130_fd_sc_hd__nor3_1 | 9 |
| sky130_fd_sc_hd__nor4_1 | 28 |
| sky130_fd_sc_hd__o2111ai_1 | 18 |
| sky130_fd_sc_hd__o2111ai_2 | 10 |
| sky130_fd_sc_hd__o21ai_0 | 33 |
| sky130_fd_sc_hd__o21ai_1 | 605 |
| sky130_fd_sc_hd__o21ai_2 | 355 |
| sky130_fd_sc_hd__o22a_1 | 30 |
| sky130_fd_sc_hd__o22ai_1 | 52 |
| sky130_fd_sc_hd__o31ai_2 | 6 |
| sky130_fd_sc_hd__o31ai_4 | 25 |
==> critical path, stage by stage <==
cell and delay [ns]:
sky130_fd_sc_hd__buf_2 0.58, sky130_fd_sc_hd__nand3b_1 0.50, sky130_fd_sc_hd__buf_4 0.33, sky130_fd_sc_hd__a21oi_1 0.07, sky130_fd_sc_hd__nor4_1 0.30, sky130_fd_sc_hd__nand4_1 0.26
sky130_fd_sc_hd__o31ai_4 0.72, sky130_fd_sc_hd__buf_4 0.35, sky130_fd_sc_hd__o21ai_1 0.08
==> per-layer routing <==
| layer | GRT usage, % | share of wire (%) | vias to the layer above |
|---|---|---|---|
| met4 | 8.13 | 3.1 | 6 |
| met1 | 50.3 | 43 | 17600 |
| met3 | 9.48 | 8.2 | 256 |
| met2 | 47.2 | 45 | 1107 |
| li1 | - | - | 16700 |
| met5 | 0 | 0.028 | - |
==> state kept, by name, indices dropped and copies added (netlist names) <==
name,cells
stack,1024
q,32
==> worst min path at each step <==
stage	depth (start not counted)	start	end
4_1_cts	1	reset	stack[16][29]
5_1_grt	1	reset	stack[14][15]
6_report	1	reset	stack[14][15]
==> kinds of logic after synthesis <==
logic type / share of synthesized area (%)
AND-OR/OR-AND: 22.4
AND/OR/NAND/NOR: 15.0
flip-flops: 54.5
buffers and inverters: 5.43
other: 0.00774
multiplexers: 2.71
==> final cells by class <==
class / instances / area [um2]
clock inverter: 41 / 410
tap: 1265 / 1580
clock buffer: 171 / 3400
multi-input combinational: 3182 / 19800
sequential: 1056 / 26400
timing repair buffer: 256 / 2650
inverter: 6 / 22.5
fill: 8188 / 41300
==> metrics by stage <==
step	total power, W	setup slack [ns]
floorplan	0.0149	1.95
global placement	0.0161	0.571
detailed placement	0.0162	0.578
CTS	0.0249	1.31
global route	0.0261	1.09
finish	0.0248	1.23
No activity file was given, so power comes from the tool's default toggle rates.
